===== design/flow/config.mk =====
export PLATFORM = sky130hd
export DESIGN_NAME = mult_top
export DESIGN_NICKNAME = mult_top
export VERILOG_FILES = /design/flow/design.v
export SDC_FILE = /design/flow/constraint.sdc
export NUM_CORES = 4
export LEC_CHECK = 1
export CORE_UTILIZATION = 50

===== design/flow/design.v =====
module LOBOq2_12bit_1C_v2(
    input [15:0] x,
    input [15:0] y,
    output [31:0] p
    );
    wire [16:0] pp_rad4_0;
    wire [16:0] pp_rad4_1;
    wire [1:0] sign_factor;
    rad4_gen12 gen_rad4_pp( 
        .x1(x[15:11]), .y(y),
        .pp_rad4_0(pp_rad4_0),
        .pp_rad4_1(pp_rad4_1),
        .sign_factor(sign_factor));
    wire [14:0] PP_oa;
    wire [26:0] PP_ob;
    rad4096_gen_v1 gen_rad4096_pp( 
      .x2(x[11:0]),.y(y),
      .PP_oa(PP_oa),
      .PP_ob(PP_ob));
    pp_tree_red_v2_12bit wallace_tree(
        .pp_rad4_0(pp_rad4_0),
        .pp_rad4_1(pp_rad4_1),
        .PP_oa(PP_oa),
        .PP_ob(PP_ob),
        .sign_factor(sign_factor),
        .p(p));
endmodule
module rad4_gen12( x1,y,pp_rad4_0,pp_rad4_1,sign_factor);
input [15:0] y;
input [4:0] x1;
output [16:0] pp_rad4_0;
output [16:0] pp_rad4_1;
output [1:0] sign_factor;
wire [1:0] one,two,sign;
code code0(one[0],two[0],sign[0],x1[2],x1[1], x1[0]);
code code1(one[1],two[1],sign[1],x1[4],x1[3], x1[2]);
wire [16:0] tmp1_pp; 
assign tmp1_pp = {y[15],y};  
wire [17:0] out1;
assign out1[0] = sign[0];
genvar i;
generate
	for ( i = 0; i < 17; i = i+1 )
		begin : pp_rad4_first 
		product pp_pr(tmp1_pp[i],out1[i],one[0],two[0],sign[0],pp_rad4_0[i],out1[i+1]);
		end
endgenerate
wire[17:0] out2;
assign out2[0] = sign[1];
genvar i2;
generate
	for ( i2 = 0; i2 < 17; i2 = i2+1 )
		begin : pp_second 
		product pp_pr(tmp1_pp[i2],out2[i2],one[1],two[1],sign[1],pp_rad4_1[i2],out2[i2+1]);
		end
endgenerate
genvar i_sign;
generate
	for ( i_sign = 0; i_sign < 2; i_sign = i_sign+1 )
		begin : sgn_fac
		sgn_gen sgn_genXX(one[i_sign],two[i_sign],sign[i_sign],sign_factor[i_sign]);
		end
endgenerate
endmodule
module code(one,two,sign,y2,y1,y0);
	input y2,y1,y0;
	output one,two,sign;
	wire [1:0]k;
	xor x1(one,y0,y1);
	xor x2(k[1],y2,y1);
	not n1(k[0],one);
	and a1(two,k[0],k[1]);
	assign sign=y2;
endmodule
module product(x1,x0,one,two,sign,p,i);
	input x1,x0,sign,one,two;
	output p,i;
	wire [1:0] k;
	xor xo1(i,x1,sign);
	and a1(k[1],i,one);
	and a0(k[0],x0,two);
	or o1(p,k[1],k[0]);
endmodule
module sgn_gen(one,two,sign,sign_factor);
	input sign,one,two;
	output sign_factor;
	wire k;
	or o1(k,one,two);
	and a1(sign_factor,sign,k);
endmodule
module rad4096_gen_v1(x2,y,PP_oa,PP_ob);
input [15:0] y;
input [11:0] x2;
output [14:0] PP_oa;
output [26:0] PP_ob;
wire [11:0] abs_x2;
wire [4:0] k_x2;
wire [2:0] k_x2_enc;
wire zero_x2;
sec_complement_w12 x0_abs_gen
		(
            .data_in(x2), 
            .sign(x2[11]),
            .data_out(abs_x2) 
        );
LOD12_quant lod_x2(abs_x2,zero_x2,k_x2);
PriorityEncoder_5 PEx(k_x2,k_x2_enc);
wire [15:0] y_abs;
wire [3:0] k_y;
wire [1:0] k_y_enc;
wire zero_y;
sec_complement_w16 y_abs_gen 
		(
            .data_in(y), 
            .sign(y[15]),
            .data_out(y_abs) 
        );	
LOD16_quant lod16_y(y_abs[15:12],zero_y,k_y);
PriorityEncoder_4 PEy(k_y,k_y_enc);
wire [11:0] x20;  
assign x20[11:8] =  abs_x2[11:8] & (~k_x2[4:1]);
assign x20[7:1] = abs_x2[7:1];
assign x20[0] = abs_x2[0] & (~k_x2[0]);
wire prod_sign;
wire [11:0] tmp_out0;
wire [15:0] tmp_out1;
assign prod_sign = x2[11] ^ y[15];
wire [11:0] x20_signed;
wire [15:0] y_signed;
sec_complement_w12 x20_sign_gen 
		(
            .data_in(x20), 
            .sign(prod_sign),
            .data_out(tmp_out0) 
        );
sec_complement_w16 y_sign_gen 
		(
            .data_in(y_abs), 
            .sign(prod_sign),
            .data_out(tmp_out1) 
        );
assign y_signed = (!zero_x2) ? tmp_out1 : 16'b0;			
assign x20_signed = (!zero_y) ? tmp_out0 : 12'b0;
Barrel27L_12_quant gen_P0b(
			  .shift_i(k_x2_enc),
             .data_i(y_signed),
             .data_o(PP_ob));
Barrel15L_16 gen_P0a(
            .data_i(x20_signed),
            .shift_i(k_y_enc),
            .data_o(PP_oa));
endmodule 
module LOD16_quant(
    input [3:0] data_i,
    output zero_o,
    output [3:0] data_o
    );
	 wire [3:0] z;
	 assign zdet = data_i[3] | data_i[2] | data_i[1] | data_i[0];
	 assign zero_o = ~ zdet;
	 LOD4 lod4_1 (
		.data_i(data_i), 
		.data_o(data_o)
	 );
endmodule
module LOD12_quant(
    input [11:0] data_i,
    output zero_o,
    output [4:0] data_o
    );
	 wire [3:0] tmp_in;
	 assign tmp_in[3:1] = data_i[10:8];
	 assign tmp_in[0] =  |data_i[7:0];
	 assign zero_o = ~(data_i[11] | tmp_in[3] | tmp_in[2] | tmp_in[1] | tmp_in[0]);
	 LOD4 lod4_1 (
		.data_i(tmp_in), 
		.data_o(data_o[3:0])
	 );
	 assign data_o[4] = data_i[11];
endmodule
module LOD3(
    input [2:0] data_i,
    output [2:0] data_o
    );
	 wire mux0;
	 wire mux1;
	 assign mux1 = (data_i[2]==1) ? 1'b0 : 1'b1;
	 assign mux0 = (data_i[1]==1) ? 1'b0 : mux1;
	 assign data_o[2] = data_i[2];
	 assign data_o[1] =(mux1 & data_i[1]);
	 assign data_o[0] =(mux0 & data_i[0]);
endmodule
module LOD4(
    input [3:0] data_i,
    output [3:0] data_o
    );
	 wire mux0;
	 wire mux1;
	 wire mux2;
	 assign mux2 = (data_i[3]==1) ? 1'b0 : 1'b1;
	 assign mux1 = (data_i[2]==1) ? 1'b0 : mux2;
	 assign mux0 = (data_i[1]==1) ? 1'b0 : mux1;
	 assign data_o[3] = data_i[3];
	 assign data_o[2] =(mux2 & data_i[2]);
	 assign data_o[1] =(mux1 & data_i[1]);
	 assign data_o[0] =(mux0 & data_i[0]);
endmodule
module LOD2(
    input [1:0] data_i,
    output [1:0] data_o
    );
	 assign data_o[1] = data_i[1];
	 assign data_o[0] =(~data_i[1] & data_i[0]);
endmodule
module Muxes2in1Array4(
    input [3:0] data_i,
    input select_i,
    output [3:0] data_o
    );
	assign data_o[3] = select_i ? data_i[3] : 1'b0;
	assign data_o[2] = select_i ? data_i[2] : 1'b0;
	assign data_o[1] = select_i ? data_i[1] : 1'b0;
	assign data_o[0] = select_i ? data_i[0] : 1'b0;
endmodule
module PriorityEncoder_4(
    input [3:0] data_i,
    output reg [1:0] code_o
    );
	always @*
		case (data_i)
	     4'b0001 : code_o = 3'b00;
         4'b0010 : code_o = 3'b01;
         4'b0100 : code_o = 3'b10;
		 default  : code_o = 3'b11;
		endcase		
endmodule
module PriorityEncoder_5(
    input [4:0] data_i,
    output reg [2:0] code_o
    );
	  always @*
		case (data_i)
	       5'b00001 : code_o = 3'b000;
         5'b00010 : code_o = 3'b001;
         5'b00100 : code_o = 3'b010;
         5'b01000 : code_o = 3'b011;
		 default  : code_o = 3'b100;
		endcase		
	endmodule
module Barrel27L_12_quant(
    input [15:0] data_i,
    input [2:0] shift_i,
    output reg [26:0] data_o
    );
	wire [26:0] tmp;
   assign tmp = {{11{data_i[15]}},data_i};
  always @*
     case (shift_i)
        3'b000: data_o = tmp;
        3'b001: data_o = tmp << 8;
        3'b010: data_o = tmp << 9;
	    	3'b011: data_o = tmp << 10;		
        default: data_o = tmp << 11;
     endcase
endmodule
module Barrel15L_16(
    input [11:0] data_i,
    input [1:0] shift_i,
    output reg [14:0] data_o
    );
   wire [14:0] tmp;
   assign tmp = {{3{data_i[11]}},data_i};
   always @*
      case (shift_i)
         2'b00: data_o = tmp;
         2'b01: data_o = tmp << 1;
         2'b10: data_o = tmp << 2;
         default: data_o = tmp << 3;
      endcase
endmodule
module pp_tree_red_v2_12bit(pp_rad4_0,pp_rad4_1,PP_oa,PP_ob,sign_factor,p);
input [16:0] pp_rad4_0;
input [16:0] pp_rad4_1;
input [14:0] PP_oa;
input [26:0] PP_ob;
input [1:0] sign_factor;
output [31:0] p;
wire [3:0] E_MSB;
not n1(E_MSB[0],PP_ob[26]);
not n2(E_MSB[1],PP_oa[14]);
not n3(E_MSB[2],pp_rad4_0[16]);
not n4(E_MSB[3],pp_rad4_1[16]);
wire [15:0] sum00_FA;
wire [15:0] carry00_FA;
wire [15:0] tmp001_FA;
wire [15:0] tmp002_FA;
wire [15:0] tmp003_FA;
assign tmp001_FA = {E_MSB[0],PP_ob[26:12]};
assign tmp002_FA = {E_MSB[1],PP_oa[14:0]};
assign tmp003_FA = {pp_rad4_0[15:0]};
genvar i001;
generate
	for (i001 = 0; i001 < 16; i001 = i001 + 1)
		begin : pp_fad00
		FAd pp_fad(tmp001_FA[i001],tmp002_FA[i001], tmp003_FA[i001], carry00_FA[i001],sum00_FA[i001]);
		end
endgenerate
wire sum00_HA;
wire carry00_HA;
assign sum00_HA = E_MSB[2];
assign carry00_HA = pp_rad4_0[16];
wire [15:0] sum10_FA;
wire [15:0] carry10_FA;
wire[15:0] tmp100;
wire[15:0] tmp101;
wire[15:0] tmp102;
assign tmp100 = {E_MSB[2],sum00_HA,sum00_FA[15:2]};
assign tmp101 = {carry00_HA,carry00_FA[15:1]};
assign tmp102 = pp_rad4_1[15:0];
genvar i11;
generate
	for(i11 = 0; i11 < 16; i11 = i11 +1 )
		begin : pp_fad10
		FAd pp_fad(tmp100[i11],tmp101[i11],tmp102[i11],carry10_FA[i11],sum10_FA[i11]);
		end
endgenerate
wire sum10_HA;
wire carry10_HA;
assign sum10_HA = E_MSB[3];
assign carry10_HA = pp_rad4_1[16];
wire [31:0] tmp_ADD1;
wire [31:0] tmp_ADD2;
assign tmp_ADD1 = {E_MSB[3],sum10_HA, sum10_FA,sum00_FA[1:0],12'b0};
assign tmp_ADD2 = {carry10_HA, carry10_FA,sign_factor[1],carry00_FA[0],sign_factor[0],PP_ob[11:0]};
assign p = tmp_ADD1 + tmp_ADD2;
endmodule 
module HAd(a,b,c,s);
	input a,b;
	output c,s;
	xor x1(s,a,b);
	and a1(c,a,b);
endmodule
module FAd(a,b,c,cy,sm);
	input a,b,c;
	output cy,sm;
	wire x,y,z;
	xor x1(x,a,b);
	xor x2(sm,x,c);
	and a1(y,a,b);
	and a2(z,x,c);
	or o1(cy,y,z);
endmodule
module FA(a,b,c,cy,sm);
	input a,b,c;
	output cy,sm;
	wire x,y,z;
	xor x1(x,a,b);
	xor x2(sm,x,c);
	and a1(y,a,b);
	and a2(z,x,c);
	or o1(cy,y,z);
endmodule
module sec_complement_w12
  (
   input [11:0] data_in,
   input sign,
   output [11:0] data_out
   );
  genvar  ii;
  generate
    for (ii=0; ii<12; ii=ii+1) 
      begin: pc
           assign data_out[ii] = data_in[ii] ^ (sign);
      end
  endgenerate
endmodule  
module sec_complement_w16
  (
   input [15:0] data_in,
   input sign,
   output [15:0] data_out
   );
  genvar  ii;
  generate
    for (ii=0; ii<16; ii=ii+1) 
      begin: pc
	   assign data_out[ii] = data_in[ii] ^ (sign);
      end
  endgenerate
endmodule  
`timescale 1ns / 10ps
module mult_top(
    input clk,
    input  [15:0] x,
    input  [15:0] y,
    output reg [31:0] p_out
    );
    wire [31:0] P_vec;
    reg [15:0] X_vec;
    reg [15:0] Y_vec;
    LOBOq2_12bit_1C_v2 mult(X_vec,Y_vec,P_vec); 
    always @(posedge clk) 
    begin
        p_out = P_vec;
        X_vec = x;
        Y_vec = y;
    end
endmodule 

===== design/flow/constraint.sdc =====
current_design mult_top

set clk_period 9.2
set clk_io_pct 0.2

create_clock -name clk0 -period $clk_period [get_ports {clk}]

set non_clock_inputs [all_inputs -no_clocks]
set_input_delay [expr $clk_period * $clk_io_pct] -clock clk0 $non_clock_inputs
set_output_delay [expr $clk_period * $clk_io_pct] -clock clk0 [all_outputs]

===== design/flow/run.sh =====
#!/bin/bash
# OpenROAD 26Q1-2900-gdf79404cd8, Yosys 0.63+post, stock flow scripts
make -C /OpenROAD-flow-scripts/flow DESIGN_CONFIG=/design/flow/config.mk WORK_HOME=/design/flow/orfs finish

==> run_results.csv <==
group,metric,value,unit
pwr,cellPowerDensity,232,nW/µm²
job,maxCapViolCount,0,
placed_design,pre_cts_slack,3890,ps
global_route,grt_max_degree,76,
finish,n_fill_cell,1038,
pwr,clkPwrFrac,23.0,%
worst_setup_path,cp_slowest_stage_delay,650,ps
logic_synthesis,yosys.cell_types.count,78,
final_timing,finalHoldViolations,0,
final_timing,drv_slew,0,
pwr,power.switching,0.611,mW
detailed_routing,antenna_cells,0,
final_timing,fin_skew,7.27,ps
final_timing,rsz0062_at_grt,"no",
die,chipArea,12600,µm²
detailed_routing,viasPerCell,5.96,
final_timing,whs,762,ps
job,openroad.warnings,26,
logic_synthesis,synthArstFlopShare,0,%
die,dieHeight,112,µm
finish,area_growth,14.8,%
logic_synthesis,synth_chip_area,6080,µm²
detailed_routing,avgRoutedWirePerCell,16.8,µm
clock_network,holdBufCountCts,0,
logic_synthesis,edf_count,0,
worst_setup_path,critPathRequiredTime,9430,ps
detailed_routing,num_vias,5422,
worst_setup_path,crit_slowest_cell,"or4_1",
min_path,hold_path_class,"reg -> reg",
detailed_routing,ant_nets,0,
worst_setup_path,start_kind,"register",
clock_network,cts.clk_slew.worst_paths,60,ps
clock_network,clock_latency,350,ps
worst_setup_path,reg2reg_depth,17,
die,coreArea,11600,µm²
global_route,overflow,0,
worst_setup_path,crit_path_cell_trace,"buf_4 -> or4_1 -> mux2i_4 -> a21bo_4 -> mux2_4 -> o311a_1 -> fa_1 -> inv_1 -> fa_1 -> inv_1 -> ha_1 -> nand2b_1 -> a21oi_1 -> nor2_1 -> o21ba_2 -> o2111a_1 -> or3_1",
final_timing,tns,0,ps
worst_setup_path,arrival,5560,ps
logic_synthesis,ys_sh_adder,14.8,%
detailed_routing,routed_wl,15300,µm
die,fp_util,52.3,%
clock_network,clock-sinks,64,
finish,mostFrequentLayoutCells,"76 x nor2_1, 64 x clkdlybuf4s50_1, 63 x dfxtp_1, 52 x nand2_1, 52 x inv_1",
final_timing,tightest_slew,777,ps
logic_synthesis,synth_warnings,6,
logic_synthesis,yosys_most_used_dff,"dfxtp_1",
global_route,grt_pass1_wl,25300,µm
placed_design,dp_cells,893,
logic_synthesis,ys_sh_simple,15.2,%
run_status,status,"finished clean",
detailed_routing,wl_met2,6850,µm
clock_network,cts_max_level,3,
final_timing,fin_ws,3860,ps
pwr,p_seq_share,23.1,%
pwr,leakage,2.78,nW
pwr,p_int,1.01,mW
placed_design,dp_hpwl,11100,µm
die,row_count,39,
detailed_routing,firstDrtPassIters,18,
pwr,ir_drop,0.000174,V
die,die_w,112,µm
final_timing,setup_violations,0,
final_timing,fmax,187,MHz
finish,flop_area,1280,µm²
final_timing,fin_crit,5340,ps
logic_synthesis,ys_ff,64,
finish,logic_area,4240,µm²
global_route,grt_antenna_before_repair,0,
finish,final_util,60.1,%
pwr,p_comb_share,53.9,%
worst_setup_path,cp_max_fo,75,
logic_synthesis,logic_family,"AND-OR/OR-AND gates",
clock_network,cts_setup_buffers,0,
detailed_routing,drc,0,
global_route,grt_pass1_vias,4942,
pwr,swShare,37.7,%
logic_synthesis,synth_area,6080,µm²
placed_design,portBuffers,64,
clock_network,cts_buffers,9,
detailed_routing,route.top_layer_used,"met4",
logic_synthesis,ys_cells,741,
placed_design,place_congestion,0.911,
finish,drive_gt1_share,7.96,%
logic_synthesis,aoi_share,27.7,%
detailed_routing,wl_met1,7060,µm
logic_synthesis,syn_area_per_cell,8.20,µm²
logic_synthesis,syn_inst,741,
final_timing,min_period_over_period,58.0,%
logic_synthesis,postSynthSeqShare,21.1,%
logic_synthesis,xor_area_share,9.22,%
clock_network,clockBufferDepth,2,
clock_network,cts_resized,0,
clock_network,cts_root_buffer,"clkbuf_16",
finish,fin_cells,909,
detailed_routing,first_iter_violations,492,
worst_setup_path,critical_path_class,"reg -> reg",
global_route,track_usage,26.1,%
detailed_routing,wl_met3,1080,µm
logic_synthesis,synthMuxAreaShare,2.82,%
clock_network,cts_tree,"built",
worst_setup_path,critPathCaptureType,"register",
finish,mostFrequentLayoutCell,"nor2_1",
die,ios,65,
final_timing,relSlewSlack,48.2,%
min_path,hold_depth,3,
-- worst max-delay path, delay by kind of cell, from the launching register on --
family                     cells  cell delay [ps]
adders and majority gates      3             1390
AOI/OAI and AO/OA              5             1300
and+or+nand+nor                4             1210
muxes                          2              560
buffers and inverters          3              420
DFF                            1              310
-- stage by stage --
stage,area [µm²],power [mW]
after floorplan,6080,0.996
after global placement,6650,1.25
after detailed placement,6650,1.25
after CTS,6980,1.63
after global routing,6980,1.77
final,6980,1.62
-- layout make-up --
class	count	area share [%]
flip-flops and latches	64	18.4
clock inverters	7	1.49
clock buffers	9	3.23
inverters	52	2.80
repair buffers	79	10.8
well taps	143	2.56
multi-input cells	555	60.8
-- logic make-up after synthesis --
group,after synthesis
compound gates,224
xor+xnor,64
fa+ha+maj,53
buf+inv,122
flops,64
mux,14
simple gates,200
-- registers in the layout, indices dropped and copies added (netlist names) --
| name | cells |
|---|---|
| Y_vec | 16 |
| p_out | 32 |
| X_vec | 16 |
-- synth_stat cells (all sizes together), types with 3 or more instances --
| master | number | area, µm² |
|---|---|---|
| nor3 | 9 | 45.0 |
| xor2 | 19 | 166 |
| o2111ai | 7 | 61.3 |
| o21a | 7 | 52.6 |
| nand3 | 12 | 60.1 |
| and2 | 4 | 27.5 |
| o21bai | 4 | 30.0 |
| a2111oi | 5 | 113 |
| or3 | 4 | 25.0 |
| dfxtp | 64 | 1280 |
| a22oi | 7 | 52.6 |
| a21oi | 37 | 185 |
| a31oi | 6 | 37.5 |
| a21o | 7 | 52.6 |
| buf | 21 | 97.6 |
| a311oi | 3 | 26.3 |
| nor2b | 9 | 56.3 |
| inv | 52 | 195 |
| ha | 20 | 250 |
| o211ai | 5 | 37.5 |
| o31ai | 8 | 73.8 |
| a41oi | 3 | 26.3 |
| or2 | 5 | 33.8 |
| a211oi | 31 | 233 |
| nand2 | 53 | 201 |
| fa | 32 | 641 |
| o22a | 4 | 36.3 |
| a221o | 5 | 50.1 |
| o221ai | 15 | 131 |
| nand2b | 15 | 93.8 |
| clkbuf | 47 | 239 |
| o22ai | 12 | 81.3 |
| nand4 | 5 | 31.3 |
| xnor2 | 45 | 394 |
| mux2i | 12 | 145 |
| o21ai | 34 | 170 |
| a221oi | 5 | 43.8 |
| nor2 | 76 | 285 |
-- metal layers --
metal | vias up | global-route usage, %
met4 | 0 | 4.09
li1 | 2657 | -
met2 | 196 | 39.9
met3 | 18 | 5.06
met5 | - | 0
met1 | 2551 | 40.3
-- power groups by stage --
| stage | logic (mW) | registers (mW) | clock network (mW) |
|---|---|---|---|
| CTS | 0.876 | 0.375 | 0.381 |
| global route | 0.992 | 0.380 | 0.398 |
| finish | 0.874 | 0.375 | 0.373 |
-- path summary, 6_finish.rpt --
path,startpoint,to,slack [ps]
hold reg to reg,Y_vec[0],p_out[10],760
hold / removal,Y_vec[0],p_out[10],760
setup / recovery,X_vec[11],p_out[26],3860
setup reg to reg,X_vec[11],p_out[26],3860
No activity file was given, so power comes from the tool's default toggle rates.
